--- flow/run.sh ---
#!/bin/bash
# OpenROAD 26Q1-2900-gdf79404cd8, Yosys 0.63+post, stock flow scripts
make -C /OpenROAD-flow-scripts/flow DESIGN_CONFIG=/design/flow/config.mk WORK_HOME=/design/flow/orfs finish
--- flow/config.mk ---
export PLATFORM = sky130hd
export DESIGN_NAME = top
export DESIGN_NICKNAME = top
export VERILOG_FILES = /design/flow/design.v
export SDC_FILE = /design/flow/constraint.sdc
export NUM_CORES = 4
export LEC_CHECK = 1
export CORE_UTILIZATION = 40
--- flow/constraint.sdc ---
current_design top

set clk_period 299.4
set clk_io_pct 0.2

create_clock -name clk0 -period $clk_period [get_ports {clk}]

set non_clock_inputs [all_inputs -no_clocks]
set_input_delay [expr $clk_period * $clk_io_pct] -clock clk0 $non_clock_inputs
set_output_delay [expr $clk_period * $clk_io_pct] -clock clk0 [all_outputs]
--- flow/design.v ---
    module top(input [31:0] p,q,
           output reg [31:0]gcd,y,
           input clk,start);
              reg [31:0] a,b;
              wire [31:0] result;
              reg [31:0]temp1;
              reg [31:0]temp2;
              reg[1:0] state; 
               assign result = temp1%temp2;                                
             always@(posedge clk)
              begin
            a <= p-1;
            b <=q-1;
             end
            always@(posedge clk)
            if(start) state<=0;
            else
            case(state)
            0: state<=1;
            1:if(result) state<=1; else state<=2;
            2:if(start) state<=0;
            endcase
           always@(posedge clk)
            begin
            if(state==0)
              begin
                temp1<=a;
                temp2<=b;
              end
            else if(state==1)
              begin
                temp1<=temp2;
                temp2<=result;
              end
              else if(state==2)
                   begin
                   gcd<=temp1;
                   end 
                   end
          always@(posedge clk)
               begin
              y<=a*b/gcd;
              end                                       
      endmodule
==> results.tsv <==
metric	value	unit
status	finished clean	
std cell rows	164	
CTS Hold Bufs	0	
DR vias/cell	5.97	
non-filler cells, final	13800	
clock sinks	195	
H-tree levels	4	
vias in the first global route	78300	
highest clock rate	10.7	MHz
worst setup path class	register to register	
Mapped Area	80800	um2
Max-slew headroom	29.4	%
Setup violations, final	0	
FP Core Util	40.3	%
syn avg cell area	7.29	um2
CORE AREA	200000	um2
RSZ-0062 raised after global routing	no	
CTS tree	built	
final hold violations	0	
cell mode on critical path	a21oi_1	
via count	82400	
cell count listed in synth_stat.txt	11100	
Inserted Clock Buffers	17	
cts repair resizes	0	
flip-flops with a built-in enable	96	
async set-reset flop share out of synthesis	0	%
Die ar.	204000	um2
largest net degree at the start of global routing	75	
routed wire length	336000	um
Max-area cell share	18.3	%
Final Skew	0.0557	ns
crit path DAT	94.29	ns
Final period util	31.3	%
width of the die	451	um
crit path DRT	299.88	ns
Yosys Chip Area	80800	um2
Yosys top cell by area	ha_1	
clock slew at reported path FFs	0.13	ns
Total GRT Usage	33.3	%
hold path depth	2	
Final min period	93.81	ns
first-pass iteration count of the detailed router	26	
Worst-Margin Slew	1.05	ns
GP Congestion	1.02	
Util after Layout	43.3	%
crit end category	register	
Seq cells post-synth	195	
Crit Path Max Fanout	38	
startpoint types	register	
max incr delay on CP	0.93	ns
layout overhead on the synthesized area	7.40	%
PortBufs	129	
Fill cells	20300	
Yosys Warn Count	1	
CTS max path bufs	2	
max-slew violation count	0	
Seq/Total Area, Yosys	6.02	%
initial antenna violation count	8	
Post-CTS Setup Bufs	0	
setup TNS	0	ns
die height	451	um
hold crit path type	register to register	
DR WL/cell	24.3	um
worst skew pair latency	0.60	ns
Syn Inst Count	11100	
post-synth cell types	100	
dpl cells	13800	
max_cap viols	0	
Slowest cell on crit path	a2111oi_0	
DRC viols	0	
clk root buf	clkbuf_16	
initial DRC count	6779	
stage-log warning count	28	
largest cells by area after synthesis	ha_1 18%, fa_1 10%, nand2_1 5.9%	
r2r worst-path depth	379	
IO Count	130	
post-route ant nets	0	
Commonest flop	dfxtp_1	
grt total ovfl	0	
ratio of cells with drive above 1 in the final layout	5.66	%
DP HPWL	271000	um
first-pass GRT wire length	501000	um
[metrics by stage]
stage / instance area (um2) / worst slack (ns) / hold slack (ns)
2_1_floorplan: 80800 / 218.37 / 0.447
3_3_place_gp: 86100 / 207.71 / 0.472
3_5_place_dp: 86100 / 206.93 / 0.487
4_1_cts: 86700 / 206.61 / 0.498
5_1_grt: 86700 / 198.68 / 0.536
6_report: 86700 / 205.59 / 0.500
[area by class of cell]
| cell class | count | area, um2 | share of cell area, % |
|---|---|---|---|
| timing repair buffer | 383 | 3200 | 3.69 |
| sequential | 195 | 4870 | 5.61 |
| inverter | 882 | 3310 | 3.82 |
| clock buffer | 19 | 433 | 0.499 |
| tap | 2656 | 3320 | 3.83 |
| multi-input combinational | 9655 | 71400 | 82.3 |
| antenna | 7 | 17.5 | 0.0202 |
| clock inverter | 13 | 169 | 0.195 |
[cells in the mapped netlist, types with 152 or more instances]
cell type	instances
o21a_1	250
fa_1	409
nand2_1	1261
clkbuf_1	302
a21o_1	298
a31oi_1	152
xor2_1	316
xnor2_1	491
nand3_1	243
ha_1	1184
a21oi_1	819
nor3_1	331
inv_1	871
and2_1	366
nor2_1	984
o21ai_0	574
[registers in the layout, summed over array words and instances (netlist names)]
name   cells
a         32
state      3
b         32
temp1     32
temp2     32
y         32
gcd       32
[per-layer routing]
| layer | routed length [um] | GRT usage (%) |
|---|---|---|
| met5 | 46 | 0 |
| met2 | 147000 | 51.0 |
| met1 | 150000 | 47.5 |
| met4 | 14900 | 11.8 |
| met3 | 24200 | 5.81 |
[worst max-delay path: cells and delay by family, from the launching register on]
kind                     cells  cell delay [ns]
AND/OR/NAND/NOR             78            14.79
buffers and inverters       44             9.83
adder cells (fa/ha/maj)     41            14.15
flip-flops                   1             0.51
AND-OR/OR-AND              212            52.96
multiplexers                 3             1.02
XOR/XNOR                     1             0.24
[layout by cell type (no fill, tap or decap), drive strengths merged, types with 244 or more instances in the layout]
master  netlist  routed
a21oi       819     819
nor2        985     985
inv         875     879
o21ai       599     599
buf          44     254
nand2      1262    1262
nor3        332     332
a21o        298     298
nand3       244     244
xor2        316     316
and2        367     367
fa          409     409
xnor2       491     491
ha         1184    1184
o21a        250     250
[final timing paths]
path              end  startpoint  slack [ns]
min          state[1]    state[2]        0.50
max reg2reg      y[0]       a[16]      205.59
max              y[0]       a[16]      205.59
min reg2reg  state[1]    state[2]        0.50
[cells by family after synthesis]
group                      after synthesis  synth area share (%)
AOI/OAI and AO/OA                     3057                  24.8
xor gates and xnor gates               808                  8.78
adders and majority gates             1593                  28.5
buffers and inverters                 1228                  5.73
DFF                                    195                  6.02
muxes                                  202                  2.72
and+or+nand+nor                       3995                  23.5
